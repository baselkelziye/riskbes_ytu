==> design/flow/design.v <==
module csr_mcause(
   input clk_i,
   input rst_i,
   input en_i,
   input exception_detected_i,
   input [3:0] exception_i,
   input [11:0] addr_i,
   input [31:0] set_i,
   input [31:0] clear_i,
   output ack_o,  
   output [31:0] value_o
);
   localparam [11:0] ADDRESS = 12'h342;
   wire ack = en_i && (addr_i == ADDRESS);
   assign ack_o = ack;
   localparam [2:0] NO_EXCEPTION                = 3'b000,
                    ILLEGAL_EXCEPTION           = 3'b001,
                    ECALL_EXCEPTION             = 3'b010,
                    EBREAK_EXCEPTION            = 3'b011,
                    INSTR_MISALIGNED_EXCEPTION  = 3'b100,
                    INSTR_ACCESS_EXCEPTION      = 3'b101;
   localparam [3:0] ILLEGAL_EXCODE = 4'd2,
                    ECALL_EXCODE   = 4'd11,
                    EBREAK_EXCODE  = 4'd3;
   wire en = exception_detected_i || ack;
   wire [3:0] v_excode;
   wire [3:0] excode_set = exception_detected_i ? exception_i : set_i[3:0];
   wire [3:0] excode_clear = exception_detected_i ? ~exception_i : clear_i[3:0];
   csrfield #(
      .WIDTH(4)
   ) u_excode (
      .clk_i(clk_i),
      .rst_i(rst_i),
      .en_i(en),
      .set_i(excode_set),
      .clear_i(excode_clear),
      .value_o(v_excode),
      .value_next_o()
   );
   wire v_int;
   wire int_set = set_i[31] && !exception_detected_i;
   wire int_clear = clear_i[31] || exception_detected_i;
   csrfield u_int (
      .clk_i(clk_i),
      .rst_i(rst_i),
      .en_i(en),
      .set_i(int_set),
      .clear_i(int_clear),
      .value_o(v_int),
      .value_next_o()
   );
   assign value_o = {v_int, {27{1'b0}}, v_excode};
endmodule
`timescale 1ns / 1ps
module csr_mepc(
   input clk_i,
   input rst_i,
   input en_i,
   input exception_detected_i,
   input [31:2] pc_last_i,
   input [11:0] addr_i,
   input [31:0] set_i,
   input [31:0] clear_i,
   output ack_o,  
   output [31:0] value_o
);
   localparam [11:0] ADDRESS = 12'h341;
   wire ack = en_i && (addr_i == ADDRESS);
   assign ack_o = ack;
   wire [31:2] value;
   assign value_o = {value, {2{1'b0}}};
   wire en = exception_detected_i || ack;
   wire [31:2] set = exception_detected_i ? pc_last_i : set_i[31:2];
   wire [31:2] clear = exception_detected_i ? ~pc_last_i : clear_i[31:2];
   csrfield #(
      .WIDTH(30)
   ) field (
      .clk_i(clk_i),
      .rst_i(rst_i),
      .en_i(en),
      .set_i(set),
      .clear_i(clear),
      .value_o(value),
      .value_next_o()
   );
endmodule
module csr_misa (
   input clk_i,
   input rst_i,
   input en_i,
   input [11:0] addr_i,
   input [31:0] set_i,
   input [31:0] clear_i,
   output ack_o,  
   output [31:0] value_o,
   output is_a_supported_o,
   output is_b_supported_o,
   output is_f_supported_o,
   output is_m_supported_o
);
   localparam [11:0] ADDRESS = 12'h301;
   wire ack = en_i && (addr_i == ADDRESS);
   assign ack_o = ack;
   wire v_ext_a, vn_ext_a;
   csrfield #(
      .RESET_VALUE(1)
   ) u_ext_a (
      .clk_i(clk_i),
      .rst_i(rst_i),
      .en_i(ack),
      .set_i(set_i[0]),
      .clear_i(clear_i[0]),
      .value_o(v_ext_a),
      .value_next_o(vn_ext_a)
   );
   wire v_ext_b, vn_ext_b;
   csrfield #(
      .RESET_VALUE(1)
   ) u_ext_b (
      .clk_i(clk_i),
      .rst_i(rst_i),
      .en_i(ack),
      .set_i(set_i[1]),
      .clear_i(clear_i[1]),
      .value_o(v_ext_b),
      .value_next_o(vn_ext_b)
   );
   wire v_ext_f, vn_ext_f;
   csrfield #(
      .RESET_VALUE(1)
   ) u_ext_f (
      .clk_i(clk_i),
      .rst_i(rst_i),
      .en_i(ack),
      .set_i(set_i[5]),
      .clear_i(clear_i[5]),
      .value_o(v_ext_f),
      .value_next_o(vn_ext_f)
   );
   wire v_ext_m, vn_ext_m;
   csrfield #(
      .RESET_VALUE(1)
   ) u_ext_m (
      .clk_i(clk_i),
      .rst_i(rst_i),
      .en_i(ack),
      .set_i(set_i[12]),
      .clear_i(clear_i[12]),
      .value_o(v_ext_m),
      .value_next_o(vn_ext_m)
   );
   assign value_o = {
      2'b01,  
      {4{1'b0}},  
      {13{1'b0}},  
      v_ext_m,  
      {6{1'b0}},  
      v_ext_f,
      {3{1'b0}},  
      v_ext_b,
      v_ext_a
   };
   assign is_a_supported_o = vn_ext_a;
   assign is_b_supported_o = vn_ext_b;
   assign is_f_supported_o = vn_ext_f;
   assign is_m_supported_o = vn_ext_m;
endmodule
module csr_mscratch(
   input clk_i,
   input rst_i,
   input en_i,
   input [11:0] addr_i,
   input [31:0] set_i,
   input [31:0] clear_i,
   output ack_o,  
   output [31:0] value_o
);
   localparam [11:0] ADDRESS = 12'h340;
   wire ack = en_i && (addr_i == ADDRESS);
   assign ack_o = ack;
   csrfield #(
      .WIDTH(32)
   ) field (
      .clk_i(clk_i),
      .rst_i(rst_i),
      .en_i(ack),
      .set_i(set_i),
      .clear_i(clear_i),
      .value_o(value_o),
      .value_next_o()
   );
endmodule
`timescale 1ns / 1ps
module csr_mstatus(
    input clk_i,
    input rst_i,
    input en_i,
    input [11:0] addr_i,
    input [31:0] set_i,
    input [31:0] clear_i,
    output ack_o,  
    output [31:0] value_o
);
   localparam [11:0] ADDRESS = 12'h300;
   wire ack = en_i && (addr_i == ADDRESS);
   assign ack_o = ack;
   wire v_mie;
   csrfield u_mie(
      .clk_i(clk_i),
      .rst_i(rst_i),
      .en_i(ack),
      .set_i(set_i[3]),
      .clear_i(clear_i[3]),
      .value_o(v_mie),
      .value_next_o()
   );
   wire v_mpie;
   csrfield u_mpie(
      .clk_i(clk_i),
      .rst_i(rst_i),
      .en_i(ack),
      .set_i(set_i[7]),
      .clear_i(clear_i[7]),
      .value_o(v_mpie),
      .value_next_o()
   );
   wire v_sd = 0;
   wire [1:0] v_xs = 0;
   wire [1:0] v_fs = 0;
   assign value_o = {
      v_sd,
      {14{1'b0}},
      v_xs,
      v_fs,
      {2{1'b1}},
      {3{1'b0}},
      v_mpie,
      {3{1'b0}},
      v_mie,
      {3{1'b0}} 
   };
endmodule
`timescale 1ns / 1ps
module csr_mtvec(
   input clk_i,
   input rst_i,
   input en_i,
   input [11:0] addr_i,
   input [31:0] set_i,
   input [31:0] clear_i,
   output ack_o,  
   output [31:0] value_o
);
   localparam [11:0] ADDRESS = 12'h305;
   wire ack = en_i && (addr_i == ADDRESS);
   assign ack_o = ack;
   wire [31:2] value;
   assign value_o = {value, {2{1'b0}}};
   csrfield #(
      .WIDTH(30)
   ) field (
      .clk_i(clk_i),
      .rst_i(rst_i),
      .en_i(ack),
      .set_i(set_i[31:2]),
      .clear_i(clear_i[31:2]),
      .value_o(value),
      .value_next_o()
   );
endmodule
module csr_unit (
   input clk_i,
   input rst_i,
   input en_i,
   input [1:0] op_i,  
   input source_sel_i,  
   input exception_detected_i,
   input [3:0] exception_i,
   input [31:2] pc_last_i,
   input [4:0] rs1_label_i,
   input [31:0] rs1_value_i,
   input [11:0] addr_i,
   output [31:0] read_o,
   output [31:0] mtvec_o,
   output [31:0] mepc_o,
   output is_a_supported_o,
   output is_b_supported_o,
   output is_f_supported_o,
   output is_m_supported_o
);
   localparam OP_RW = 2'b01;
   localparam OP_RS = 2'b10;
   localparam OP_RC = 2'b11;
   wire [31:0] source = source_sel_i ? {{27{1'b0}}, rs1_label_i} : rs1_value_i;
   reg [31:0] setfield, clearfield;
   always @(*) begin
      case (op_i)
         OP_RW: begin
            setfield = source;
            clearfield = ~source;
         end
         OP_RS: begin
            setfield = source;
            clearfield = 0;
         end
         OP_RC: begin
            setfield = 0;
            clearfield = source;
         end
         default: begin
            setfield= 32'bx;
            clearfield = 32'bx;
         end
      endcase
   end
   wire [31:0] mscratch_value;
   wire mscratch_ack;
   wire [31:0] mscratch_read = mscratch_ack ? mscratch_value : 0;
   csr_mscratch u_mscratch(
      .clk_i(clk_i),
      .rst_i(rst_i),
      .en_i(en_i),
      .addr_i(addr_i),
      .set_i(setfield),
      .clear_i(clearfield),
      .ack_o(mscratch_ack),
      .value_o(mscratch_value)
   );
   wire [31:0] mstatus_value;
   wire mstatus_ack;
   wire [31:0] mstatus_read = mstatus_ack ? mstatus_value : 0;   
   csr_mstatus u_mstatus(
      .clk_i(clk_i),
      .rst_i(rst_i),
      .en_i(en_i),
      .addr_i(addr_i),
      .set_i(setfield),
      .clear_i(clearfield),
      .ack_o(mstatus_ack),
      .value_o(mstatus_value)
   );
   wire mstatush_ack;
   csr_zero #(
      .ADDRESS(12'h310)
   ) u_mstatush (
      .en_i(en_i),
      .addr_i(addr_i),
      .ack_o(mstatush_ack)
   );
   wire [31:0] mepc_value;
   wire mepc_ack;
   wire [31:0] mepc_read = mepc_ack ? mepc_value : 0;
   csr_mepc u_mepc(
      .clk_i(clk_i),
      .rst_i(rst_i),
      .en_i(en_i),
      .pc_last_i(pc_last_i),
      .exception_detected_i(exception_detected_i),
      .addr_i(addr_i),
      .set_i(setfield),
      .clear_i(clearfield),
      .ack_o(mepc_ack),
      .value_o(mepc_value)
   );
   wire [31:0] mtvec_value;
   wire mtvec_ack;
   wire [31:0] mtvec_read = mtvec_ack ? mtvec_value : 0;
   csr_mtvec u_mtvec(
      .clk_i(clk_i),
      .rst_i(rst_i),
      .en_i(en_i),
      .addr_i(addr_i),
      .set_i(setfield),
      .clear_i(clearfield),
      .ack_o(mtvec_ack),
      .value_o(mtvec_value)
   );
   wire [31:0] mcause_value;
   wire mcause_ack;
   wire [31:0] mcause_read = mcause_ack ? mcause_value : 0;
   csr_mcause u_mcause(
      .clk_i(clk_i),
      .rst_i(rst_i),
      .en_i(en_i),
      .exception_detected_i(exception_detected_i),
      .exception_i(exception_i),
      .addr_i(addr_i),
      .set_i(setfield),
      .clear_i(clearfield),
      .ack_o(mcause_ack),
      .value_o(mcause_value)
   );
   wire mtval_ack;
   csr_zero #(
      .ADDRESS(12'h343)
   ) u_mtval (
      .en_i(en_i),
      .addr_i(addr_i),
      .ack_o(mtval_ack)
   );
   wire [31:0] misa_value;
   wire misa_ack;
   wire [31:0] misa_read = misa_ack ? misa_value : 0;
   csr_misa u_misa(
      .clk_i(clk_i),
      .rst_i(rst_i),
      .en_i(en_i),
      .addr_i(addr_i),
      .set_i(setfield),
      .clear_i(clearfield),
      .ack_o(misa_ack),
      .value_o(misa_value),
      .is_a_supported_o(is_a_supported_o),
      .is_b_supported_o(is_b_supported_o),
      .is_f_supported_o(is_f_supported_o),
      .is_m_supported_o(is_m_supported_o)
   );
   assign read_o = mscratch_read | mstatus_read | mepc_read | mtvec_read | mcause_read | misa_read;
   assign mtvec_o = mtvec_value;
   assign mepc_o = mepc_value;
endmodule
`timescale 1ns / 1ps
module csr_zero #(
   parameter [11:0] ADDRESS = 0
)(
   input en_i,
   input [11:0] addr_i,
   output ack_o  
);
assign ack_o = en_i && (addr_i == ADDRESS);
endmodule
module csrfield #(
    parameter WIDTH = 1,
    parameter RESET_VALUE = 0
) (
    input clk_i,
    input rst_i,
    input en_i,
    input [WIDTH - 1 : 0] set_i,
    input [WIDTH - 1 : 0] clear_i,
    output [WIDTH - 1 : 0] value_o,
    output [WIDTH - 1 : 0] value_next_o
);
   reg [WIDTH - 1 : 0] value;
   reg [WIDTH - 1 : 0] value_next;
   always @(*) begin
      if (en_i) begin
         value_next = (value & ~clear_i) | set_i;
      end else begin
         value_next = value;
      end
   end
   always @(posedge clk_i) begin
      if (rst_i) begin
         value <= RESET_VALUE;
      end else if (en_i) begin
         value <= value_next;
      end
   end
   assign value_o = value;
   assign value_next_o = value_next;
endmodule
==> design/flow/run.sh <==
#!/bin/bash
# OpenROAD 26Q1-2900-gdf79404cd8, Yosys 0.63+post, stock flow scripts
make -C /OpenROAD-flow-scripts/flow DESIGN_CONFIG=/design/flow/config.mk WORK_HOME=/design/flow/orfs finish
==> design/flow/config.mk <==
export PLATFORM = sky130hd
export DESIGN_NAME = csr_unit
export DESIGN_NICKNAME = csr_unit
export VERILOG_FILES = /design/flow/design.v
export SDC_FILE = /design/flow/constraint.sdc
export NUM_CORES = 4
export LEC_CHECK = 1
export CORE_UTILIZATION = 40
==> design/flow/constraint.sdc <==
current_design csr_unit

set clk_period 17.0
set clk_io_pct 0.2

create_clock -name clk0 -period $clk_period [get_ports {clk_i}]

set non_clock_inputs [all_inputs -no_clocks]
set_input_delay [expr $clk_period * $clk_io_pct] -clock clk0 $non_clock_inputs
set_output_delay [expr $clk_period * $clk_io_pct] -clock clk0 [all_outputs]
==> summary.txt <==
Implementation numbers.

- The run finished with clean final reports.
- The final standard cell area without fillers reads 8040 sq um.
- The cell total in the yosys stat output is around 750.
- The overflow left after global routing reads 0.
- The filler cells instantiated in the layout total around 1200.
- The largest family of logic cells by area is AND-OR/OR-AND gates.
- The first-pass iteration count of the detailed router is 6.
- The count of final setup violators is 0.
- The clock root buffer is sky130_fd_sc_hd__clkbuf_16.
- In the synthesized netlist the async set-or-reset flop fraction comes to 0%.
- The share of cells above drive strength 1 is 7.91%.
- The worst endpoint required time reads 13.60 ns.
- In the CTS report, the clock slew at the register clock pins of the worst setup and hold paths is listed as 0.07 ns.
- The total count of max-transition violations in the final report is 0.
- The number of global-route vias before repair reads 5707.
- The transition time of the tightest slew-check pin reads around 0.85 ns.
- The share of the cycle needed by the critical path after routing reads 55.2%.
- The post-CTS resize count is 0.
- The number of buffers inserted by hold repair at cts is 0.
- The floorplan step set the die height to ~120 microns.
- The horizontal extent of the die reads 123 microns.
- The total instance count after detailed placement is 1062.
- The wire length after detailed routing reads 20100 microns.
- The maximum clock rate is 0.107 GHz.
- The chip occupies 15000 sq um.
- The TritonCTS sink count reads 103.
- The global placement routability congestion is 0.883.
- Detailed placement reports a standard cell area of 7730 sq um.
- The initial antenna violation count reads 0.
- The power density over cell area reads between 60 and 70 nW/um^2.
- The wire length of the first global-routing pass reads 31000 microns.
- The remaining antenna violation count after routing reads 0.
- The count of library flops with an enable pin is 0.
- The leakage power summed over all cells is 2.91 nW.
- The total tool warning count reads 26.
- The parity-gate share of the synthesized area counting xor and xnor cells reads 0%.
- The clock reaches the later pin of the worst-skew pair after 0.35 ns.
- The initial core utilization is 41.4%.
- The critical path launch point type is an input port.
- Post-synthesis, Yosys gives the total cell area as 5820 sq um.
- The final core area utilization is 57.2%.
- In this run the count of I/O pins placed on the die edge is between 150 and 200.
- The number of buffers created by CTS is 9.
- The area of the core is 14000 sq um.
- The worst slew margin relative to its limit reads 43.0%.
- The H-tree generated during clock tree synthesis spans 3 levels.
- The count of buffers added by post-CTS timing repair for setup reads 0.
- The arrival time of the worst setup path is 5.98 ns.
- The worst ir drop on vdd reads 50.1 uV.
- Per the detail_route report, vias per standard cell equal about 5.7.
- The area fraction in and, or, nand and nor cells after synthesis reads about 25%.
- The total antenna diodes in the routed design is 0.
- Warnings reported by Yosys during synthesis add up to 6.
- After synthesis, the netlist uses 54 different library cells.
- The maximum number of pins on one net before global-route repair is a little over 70.
- The class of the worst hold path is flop to flop.
- The worst path needs 9.38 ns of the cycle, external delays included.
- The sequential fraction of the synthesis area reads 35.4%.
- Summing the areas of all compound-gate instances in the mapped netlist gives 29.3% of the synthesized area.
- The final standard cell count with taps included and fillers excluded reads roughly 1100.
- The detailed-placement wirelength estimate is 12800 microns.
- The top fanout value on the critical path is 22.
- The total negative slack is 0 ns.
- The wire length per cell after detailed routing reads 18.7 microns.
- Setup repair after global routing left no endpoint under its margin.
- The most frequently used flop master after synthesis is sky130_fd_sc_hd__dfxtp_1.
- After synthesis, the mean cell area works out to 7.81 sq um.
- The share of cell area taken by muxes after synthesis reads under 10%.
- The worst setup skew after layout is 0 ns.
- The number of DRC markers in iteration 0 reads 492.
- Summing over every cut layer, the via total after detailed routing is between 6000 and 7000.
- The area overhead of the layout relative to synthesis reads 38.2%.
- The worst setup path is of the input port to output port kind.
- The largest buffer count on any clock path reads 2.
- The synthesis-stage register bit count reads 103.
- The number of placement rows is about 43.
- The quantity of I/O buffers inserted on ports reads 185.
- The post-synthesis adder-cell area fraction reads 0%.
- TritonRoute reported its final design rule violation total as 0.
- The total standard cell area after synthesis reads 5820 sq um.
- In this run the maximum-capacitance check reported violations numbering 0.
- For this run, the total global-route usage over all layers was measured as between 20% and 30%.
- The endpoint class of the critical path is an output port.
- The synthesized instance count reads 745.
- The clock tree from TritonCTS is built.
- The number of hold-slack violations in the final timing report reads 0.
==> cells by family (layout without fill, tap and decap cells) <==
logic type / after synthesis / after routing
flops: 103 / 103
other cells: 1 / 4
mux: 13 / 13
compound gates: 250 / 250
buf+inv: 113 / 263
simple gates: 265 / 265
==> flip-flops by register name, summed over array words and instances (netlist names) <==
name                     count
u_mcause.u_excode.value      4
u_mcause.u_int.value         1
u_mepc.field.value          30
u_misa.u_ext_a.value         1
u_misa.u_ext_b.value         1
u_misa.u_ext_f.value         1
u_misa.u_ext_m.value         1
u_mscratch.field.value      32
u_mstatus.u_mie.value        1
u_mstatus.u_mpie.value       1
u_mtvec.field.value         30
==> final cells by class <==
type	count	area, sq um	share of cell area (%)
flip-flops and latches	103	2060	25.7
repair buffers	201	1960	24.4
clock buffers	14	274	3.41
clock inverters	2	37.5	0.467
well taps	180	225	2.80
multi-input cells	532	3300	41.1
inverters	46	173	2.15
==> layer usage <==
layer	wire (microns)	share of wire, %	GRT usage, %
met5	0	0	0
met1	9310	46	41.1
met4	226	1.1	3.73
met3	1590	7.9	5.60
met2	8990	45	41.9
==> placed cells by master (no fill, tap or decap), types with 2 or more instances in the layout <==
cell type,n
sky130_fd_sc_hd__a211oi_1,8
sky130_fd_sc_hd__a21oi_1,73
sky130_fd_sc_hd__a221o_1,5
sky130_fd_sc_hd__a221oi_1,2
sky130_fd_sc_hd__a222oi_1,10
sky130_fd_sc_hd__a22oi_1,14
sky130_fd_sc_hd__a31o_2,2
sky130_fd_sc_hd__a31oi_1,2
sky130_fd_sc_hd__and2_1,29
sky130_fd_sc_hd__buf_4,17
sky130_fd_sc_hd__clkbuf_1,2
sky130_fd_sc_hd__clkbuf_16,9
sky130_fd_sc_hd__clkbuf_8,3
sky130_fd_sc_hd__clkdlybuf4s50_1,183
sky130_fd_sc_hd__conb_1,4
sky130_fd_sc_hd__dfxtp_1,103
sky130_fd_sc_hd__inv_1,46
sky130_fd_sc_hd__mux2i_1,12
sky130_fd_sc_hd__nand2_1,61
sky130_fd_sc_hd__nand2b_1,48
sky130_fd_sc_hd__nand3_1,31
sky130_fd_sc_hd__nand3b_1,6
sky130_fd_sc_hd__nand4_1,4
sky130_fd_sc_hd__nor2_1,40
sky130_fd_sc_hd__nor2b_1,3
sky130_fd_sc_hd__nor4_1,3
sky130_fd_sc_hd__nor4_4,2
sky130_fd_sc_hd__o211ai_1,6
sky130_fd_sc_hd__o211ai_2,2
sky130_fd_sc_hd__o21ai_0,70
sky130_fd_sc_hd__o221a_1,2
sky130_fd_sc_hd__o221a_2,23
sky130_fd_sc_hd__o32ai_1,23
sky130_fd_sc_hd__or3_1,23
sky130_fd_sc_hd__or4_1,2
sky130_fd_sc_hd__or4b_4,2
==> synthesized netlist by cell type (23+ instances only) <==
cell type	number	area (sq um)
sky130_fd_sc_hd__nand3_1	31	155
sky130_fd_sc_hd__o21ai_0	70	350
sky130_fd_sc_hd__nand2_1	61	229
sky130_fd_sc_hd__o32ai_1	23	201
sky130_fd_sc_hd__dfxtp_1	103	2060
sky130_fd_sc_hd__a21oi_1	73	365
sky130_fd_sc_hd__o221a_2	23	259
sky130_fd_sc_hd__inv_1	46	173
sky130_fd_sc_hd__clkbuf_1	46	173
sky130_fd_sc_hd__and2_1	30	188
sky130_fd_sc_hd__nor2_1	40	150
sky130_fd_sc_hd__nand2b_1	48	300
sky130_fd_sc_hd__or3_1	23	144
==> through the flow <==
step	hold slack (ns)	power [W]	setup WS, ns
3_3_place_gp	0.448	0.000335	7.64
4_1_cts	0.468	0.000553	7.62
6_report	0.475	0.000549	7.62
5_1_grt	0.482	0.000571	7.46
3_5_place_dp	0.456	0.000336	7.63
2_1_floorplan	0.435	0.000294	8.76
==> worst max-delay path, cell delays in order <==
cell and delay, ns:
sky130_fd_sc_hd__clkdlybuf4s50_1 0.85, sky130_fd_sc_hd__inv_1 0.28, sky130_fd_sc_hd__nor4_4 0.34, sky130_fd_sc_hd__buf_4 0.34, sky130_fd_sc_hd__nand2_1 0.12, sky130_fd_sc_hd__o21ai_0 0.13, sky130_fd_sc_hd__clkdlybuf4s50_1 0.51
==> worst paths after layout <==
check | from | end | slack (ns) | depth (start not counted)
worst max-delay path | addr_i[6] | read_o[30] | 7.62 | 7
worst min-delay path | u_mcause.u_int.value | u_mcause.u_int.value | 0.48 | 2
worst max register to register | u_mepc.field.value[10] | u_mepc.field.value[10] | 16.10 | 2
worst min register to register | u_mcause.u_int.value | u_mcause.u_int.value | 0.48 | 2
==> where the power goes <==
part / switching, W / leakage [nW] / internal [W]
sequential: 0.00000574 / 0.838 / 0.000247
combinational: 0.0000364 / 1.93 / 0.0000422
clock: 0.0000919 / 0.149 / 0.000126
Power is estimated from default activity; no workload was simulated.

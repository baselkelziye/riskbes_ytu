`/design/flow/config.mk`:
```
export PLATFORM = sky130hd
export DESIGN_NAME = barrel_shifter_32bit
export DESIGN_NICKNAME = barrel_shifter_32bit
export VERILOG_FILES = /design/flow/design.v
export SDC_FILE = /design/flow/constraint.sdc
export NUM_CORES = 4
export LEC_CHECK = 1
export CORE_AREA = 10 10 90 90
export DIE_AREA = 0 0 100 100
```
`/design/flow/constraint.sdc`:
```
current_design barrel_shifter_32bit

set clk_period 1.0
set clk_io_pct 0.2

create_clock -name clk0 -period $clk_period

set non_clock_inputs [all_inputs -no_clocks]
set_input_delay [expr $clk_period * $clk_io_pct] -clock clk0 $non_clock_inputs
set_output_delay [expr $clk_period * $clk_io_pct] -clock clk0 [all_outputs]
```
`/design/flow/design.v`:
```
module barrel_shifter_32bit (
 input  [31:0] data_i,
 input  [1:0]  ctrl_i,
 output [31:0] data_o
);
   barrel_shifter_8bit bs_3 (
    .data_i(data_i[7:0]), 
    .ctrl_i(ctrl_i), 
    .carry_i(3'b000),
    .data_o(data_o[7:0])
   );
   barrel_shifter_8bit bs_2 (
    .data_i(data_i[15:8]), 
    .ctrl_i(ctrl_i), 
    .carry_i(data_i[7:5]),
    .data_o(data_o[15:8])
   );
   barrel_shifter_8bit bs_1 (
    .data_i(data_i[23:16]),
    .ctrl_i(ctrl_i),
    .carry_i(data_i[15:13]),
    .data_o(data_o[23:16])
   );
   barrel_shifter_8bit bs_0 (
    .data_i(data_i[31:24]),
    .ctrl_i(ctrl_i),
    .carry_i(data_i[23:21]),
    .data_o(data_o[31:24])
   );
endmodule
module barrel_shifter_8bit (
 input [7:0] data_i, 
 input [1:0] ctrl_i, 
 input [2:0] carry_i,
 output [7:0] data_o
);
   wire [2:0] z;
   wire [7:0] y;
mux_2x1 #(
    .DATA_WIDTH(1)
) cins_2 (
    .in0(1'b0), 
    .in1(carry_i[2]), 
    .select(ctrl_i[1]), 
    .out(z[2])
);
mux_2x1 #(
    .DATA_WIDTH(1)
) cins_1 (
    .in0(1'b0),
    .in1(carry_i[1]),
    .select(ctrl_i[1]),
    .out(z[1])
);
mux_2x1 #(
    .DATA_WIDTH(1)
) cins_0 (
    .in0(carry_i[2]),
    .in1(carry_i[0]),
    .select(ctrl_i[1]),
    .out(z[0])
);
mux_2x1 #(
    .DATA_WIDTH(1)
) ins_27 (
    .in0(data_i[7]),
    .in1(data_i[5]),
    .select(ctrl_i[1]),
    .out(y[7])
);
mux_2x1 #(
    .DATA_WIDTH(1)
) ins_26 (
    .in0(data_i[6]),
    .in1(data_i[4]),
    .select(ctrl_i[1]),
    .out(y[6])
);
mux_2x1 #(
    .DATA_WIDTH(1)
) ins_25 (
    .in0(data_i[5]),
    .in1(data_i[3]),
    .select(ctrl_i[1]),
    .out(y[5])
);
mux_2x1 #(
    .DATA_WIDTH(1)
) ins_24 (
    .in0(data_i[4]),
    .in1(data_i[2]),
    .select(ctrl_i[1]),
    .out(y[4])
);
mux_2x1 #(
    .DATA_WIDTH(1)
) ins_23 (
    .in0(data_i[3]),
    .in1(data_i[1]),
    .select(ctrl_i[1]),
    .out(y[3])
);
mux_2x1 #(
    .DATA_WIDTH(1)
) ins_22 (
    .in0(data_i[2]),
    .in1(data_i[0]),
    .select(ctrl_i[1]),
    .out(y[2])
);
mux_2x1 #(
    .DATA_WIDTH(1)
) ins_21 (
    .in0(data_i[1]),
    .in1(z[2]),
    .select(ctrl_i[1]),
    .out(y[1])
);
mux_2x1 #(
    .DATA_WIDTH(1)
) ins_20 (
    .in0(data_i[0]),
    .in1(z[1]),
    .select(ctrl_i[1]),
    .out(y[0])
);
mux_2x1 #(
    .DATA_WIDTH(1)
) ins_07 (
    .in0(y[7]),
    .in1(y[6]),
    .select(ctrl_i[0]),
    .out(data_o[7])
);
mux_2x1 #(
    .DATA_WIDTH(1)
) ins_06 (
    .in0(y[6]),
    .in1(y[5]),
    .select(ctrl_i[0]),
    .out(data_o[6])
);
mux_2x1 #(
    .DATA_WIDTH(1)
) ins_05 (
    .in0(y[5]),
    .in1(y[4]),
    .select(ctrl_i[0]),
    .out(data_o[5])
);
mux_2x1 #(
    .DATA_WIDTH(1)
) ins_04 (
    .in0(y[4]),
    .in1(y[3]),
    .select(ctrl_i[0]),
    .out(data_o[4])
);
mux_2x1 #(
    .DATA_WIDTH(1)
) ins_03 (
    .in0(y[3]),
    .in1(y[2]),
    .select(ctrl_i[0]),
    .out(data_o[3])
);
mux_2x1 #(
    .DATA_WIDTH(1)
) ins_02 (
    .in0(y[2]),
    .in1(y[1]),
    .select(ctrl_i[0]),
    .out(data_o[2])
);
mux_2x1 #(
    .DATA_WIDTH(1)
) ins_01 (
    .in0(y[1]),
    .in1(y[0]),
    .select(ctrl_i[0]),
    .out(data_o[1])
);
mux_2x1 #(
    .DATA_WIDTH(1)
) ins_00 (
    .in0(y[0]),
    .in1(z[0]),
    .select(ctrl_i[0]),
    .out(data_o[0])
);
endmodule
`timescale 1ns / 1ps
module mux_2x1
#(
    parameter DATA_WIDTH = 8     
)
(
    input wire [DATA_WIDTH-1:0] in0,   
    input wire [DATA_WIDTH-1:0] in1,   
    input wire select,                 
    output reg [DATA_WIDTH-1:0] out    
);
always @* begin
    case (select)
        1'b0: out = in0;   
        1'b1: out = in1;   
        default: out = {DATA_WIDTH{1'b0}};  
    endcase
end
endmodule
```
`/design/flow/run.sh`:
```
#!/bin/bash
# OpenROAD 26Q1-2900-gdf79404cd8, Yosys 0.63+post, stock flow scripts
make -C /OpenROAD-flow-scripts/flow DESIGN_CONFIG=/design/flow/config.mk WORK_HOME=/design/flow/orfs finish
```
==> metrics.yaml <==
global_route:
  grt_pass1_wl_um: 5120
  antenna_found_initial: 0
  grt_max_degree: 11
  grt_usage_pct: 6.18
  grt_pass1_vias: 960
  gr-total-overflow: 0
finish:
  flop-count: 0
  n_fill_cell: 649
  register_area_um2: 0
  nClkBuffers: 0
  area_delta_synth_final_pct: 60.2
  drive_above_1_share_pct: 78.4
  fin_util_pct: 26.7
yosys:
  syn_avg_cell_area_um2: 13.2
  syn_area_um2: 1050
  ys_cells: 79
  syn_inst: 79
  ys_seq_share_pct: 0
  ys_area_um2: 1050
  ys_types: 10
  yosys.area.top_type_share_pct: 40.9
  largest_area_cell: "mux4_2"
  synth.top_cells.by_area: "mux4_2, buf_4, mux4_1, mux2i_1, buf_12"
  yosys_warnings: 1
  ys_top_cells_by_count: "buf_4, mux4_2, mux2i_1, mux4_1, buf_6"
  synthMostInstantiatedCell: "buf_4"
drt:
  dr.first_iter.drc_count: 34
  vias: 878
  avgRoutedWirePerCell_um: 15.8
  wirelength_um: 3340
  final_antenna_net_count: 0
  diodes: 0
  vias_per_cell: 4.16
  post-route-drc-count: 0
  drt_first_pass_iters: 3
power:
  pwr-share-comb_pct: 100.0
  p_switching_w: 0.000224
  power.leakage_nw: 0.722
  swShare_pct: 31.5
  p_int_w: 0.000486
  p_clk_share_pct: 0
  ir_worst_vdd_mv: 0.155
  power_frac_seq_pct: 0
  powerDensity_nw_per_um2: 424
  power_w: 0.000710
clocking:
  holdBufCountCts: 0
placed_design:
  dpl.hpwl_um: 2620
  io_buffer_count: 66
  preCtsSetupSlack_ns: -0.873
  place_congestion: 0.753
timing:
  maxSlewViolCount: 0
  worst-slew-pin-transition_ns: 0.224
  setup_slack_ns: -0.329
  period_needed_ns: 1.33
  fmax_mhz: 753
  rsz0062_at_grt: "true"
  finalClockPeriodUsage_pct: 133
  relSlewSlack_pct: 85.1
  setup_viol: 32
  final_hold_viol_count: 0
run:
  warnings: 35
  drv_cap: 0
outcome:
  outcome: "finished with violations"
  violations: "setup timing"
floorplan:
  die_h_um: 100
  fp.coreArea_um2: 6280
  pin_count: 66
  die_x_um: 100
  row_count: 29
  initCoreUtil_pct: 16.7
  chipArea_um2: 10000
critical_path:
  startpoint_type: "input port"
  cp-end-kind: "primary output"
  crit_required_ns: 0.80
  path_class: "in2out"
  cp_max_fo: 5
  worstPathArrival_ns: 1.13
worst_hold_path:
  min_from: "data_i[19]"
  whs_path_depth: 3
  hp-class: "in2out"
  hold_end: "data_o[22]"
==> cells by family (layout without fill, tap and decap cells) <==
family          count (synthesis)  count (layout)  share of synthesized area [%]
simple gates                    3               3                           1.79
compound gates                  1               1                          0.478
buf+inv                        40              95                           32.2
mux                            35              35                           65.6
==> power groups by stage <==
| stage | Combinational, W | Sequential (W) | Clock, W |
|---|---|---|---|
| after CTS | 0.000698 | 0 | 0 |
| after global routing | 0.000778 | 0 | 0 |
| final | 0.000710 | 0 | 0 |
==> placed cells by master, fill, tap and decap left out, types with 2 or more instances in the layout <==
cell,instances
buf_12,6
buf_2,33
buf_4,8
buf_6,11
buf_8,4
clkbuf_2,6
clkdlybuf4s15_1,5
clkdlybuf4s15_2,4
dlygate4sd2_1,16
mux2i_1,6
mux2i_2,2
mux2i_4,2
mux4_2,25
==> per-stage QoR <==
| stage | cell area [µm²] | cells | setup TNS, ns | hold WS, ns |
|---|---|---|---|---|
| detailed placement | 1600 | 192 | -24.16 | 1.27 |
| floorplan | 1070 | 79 | -6.44 | 0.607 |
| global route | 1680 | 211 | -9.99 | 0.844 |
| finish | 1680 | 211 | -8.82 | 0.812 |
| CTS | 1640 | 209 | -8.58 | 0.883 |
| global placement | 1600 | 192 | -24.30 | 1.28 |
==> worst max-delay path, stage by stage <==
cell	delay (ns)
buf_12	0.11
buf_12	0.13
buf_4	0.13
clkbuf_16	0.15
mux4_2	0.27
buf_2	0.13
==> layer usage <==
metal	up-vias	global-route usage (%)	routed length, µm
li1	399	-	-
met5	-	0	0
met1	431	8.34	1410
met3	0	2.43	357
met4	0	0	0
met2	48	9.86	1580
==> final cells by class <==
cell class	instances	area [µm²]	share of cell area [%]
Tap cell	77	96.3	5.75
Multi-Input combinational cell	39	732	43.7
Timing Repair Buffer	95	847	50.6
==> worst max-delay path by stage <==
stage	slack (ns)	endpoint	cells after the start	start
after CTS	-0.33	data_o[25]	5	ctrl_i[0]
after global routing	-0.36	data_o[25]	5	ctrl_i[0]
final	-0.33	data_o[7]	6	ctrl_i[1]
==> repair_timing <==
item / in CTS / in global routing
pin swaps: 0 / 0
gates resized: 181 / 15
setup endpoints to repair: 32 / 32
gates cloned: 1 / 1
buffers inserted: 17 / 2
No activity file was given, so power comes from the tool's default toggle rates.

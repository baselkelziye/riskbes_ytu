`flow/design.v`:
```
`timescale 1ns / 1ps
module data_cache_byte_block #(
   parameter ADDR_WIDTH = 3
)(
   input clk_i,
   input [ADDR_WIDTH - 1 : 0] addr_r_i,  
   output [7:0] data_o,
   input [ADDR_WIDTH - 1 : 0] addr_w_i,  
   input [7:0] data_i,
   input write_en_i,
   input [7:0] flush_data_i,
   input [BYTE_COUNT - 1 : 0] flushing_n_i
);
   genvar I;
   localparam BYTE_COUNT = 2 ** ADDR_WIDTH;
   reg [7:0] bytes [0 : BYTE_COUNT - 1];
   generate
      for (I = 0; I < BYTE_COUNT; I = I + 1) begin
         always @(posedge clk_i) begin
            if (flushing_n_i[I]) begin
               if(write_en_i && (addr_w_i == I)) begin
                  bytes[I] <= data_i;
               end
            end else begin
               bytes[I] <= flush_data_i;
            end
         end
      end
   endgenerate
   assign data_o = bytes[addr_r_i];
endmodule
`timescale 1ns / 1ps
module data_cache_word_block #(
   parameter ADDR_WIDTH = 3
)(
   input clk_i,
   input [ADDR_WIDTH - 1 : 0] addr_r_i,
   output [31:0] data_o,
   input [ADDR_WIDTH - 1 : 0] addr_w_i,
   input [31:0] data_i,
   input [3:0] write_en_i,
   input [31:0] flush_data_i,
   input [WORD_PER_BLOCK_COUNT - 1 : 0] flushing_n_i
);
   genvar I;
   localparam WORD_PER_BLOCK_COUNT = 2 ** ADDR_WIDTH;
   localparam SUB_COUNT = 4;
   wire [7:0] sub_data_r [0 : SUB_COUNT - 1];
   assign sub_data_r[0] = data_i[7:0];
   assign sub_data_r[1] = data_i[15:8];
   assign sub_data_r[2] = data_i[23:16];
   assign sub_data_r[3] = data_i[31:24];
   wire [7:0] sub_data_w [0 : SUB_COUNT - 1];
   assign data_o[7:0] = sub_data_w[0];
   assign data_o[15:8] = sub_data_w[1];
   assign data_o[23:16] = sub_data_w[2];
   assign data_o[31:24] = sub_data_w[3];
   generate
      for(I = 0; I < SUB_COUNT; I = I + 1) begin
         localparam FLUSH_LSB = I * 8;
         localparam FLUSH_MSB = FLUSH_LSB + 7;
         data_cache_byte_block #(
            .ADDR_WIDTH(ADDR_WIDTH)
         ) sub (
            .clk_i(clk_i),
            .addr_r_i(addr_r_i),
            .addr_w_i(addr_w_i),
            .data_i(sub_data_r[I]),
            .write_en_i(write_en_i[I]),
            .data_o(sub_data_w[I]),
            .flush_data_i(flush_data_i[FLUSH_MSB : FLUSH_LSB]),
            .flushing_n_i(flushing_n_i)
         );
      end
   endgenerate
endmodule
```
`flow/run.sh`:
```
#!/bin/bash
# OpenROAD 26Q1-2900-gdf79404cd8, Yosys 0.63+post, stock flow scripts
make -C /OpenROAD-flow-scripts/flow DESIGN_CONFIG=/design/flow/config.mk WORK_HOME=/design/flow/orfs finish
```
`flow/config.mk`:
```
export PLATFORM = sky130hd
export DESIGN_NAME = data_cache_word_block
export DESIGN_NICKNAME = data_cache_word_block
export VERILOG_FILES = /design/flow/design.v
export SDC_FILE = /design/flow/constraint.sdc
export NUM_CORES = 4
export LEC_CHECK = 1
export CORE_UTILIZATION = 40
```
`flow/constraint.sdc`:
```
current_design data_cache_word_block

set clk_period 7.6
set clk_io_pct 0.2

create_clock -name clk0 -period $clk_period [get_ports {clk_i}]

set non_clock_inputs [all_inputs -no_clocks]
set_input_delay [expr $clk_period * $clk_io_pct] -clock clk0 $non_clock_inputs
set_output_delay [expr $clk_period * $clk_io_pct] -clock clk0 [all_outputs]
```
==> metrics.csv <==
metric,value,unit
status,finished clean,
arrival,4040,ps
p_int,0.00270,W
ys_warn_count,3,
num_io_pins,115,
cts_setup_buffers,0,
p_sw_share,22.9,%
cts_buffer_depth,3,
min_path_type,in2reg,
clk_pin_slew,50,ps
hold_viol_final,0,
postSynthSeqShare,58.8,%
vias_per_cell,5.45,
fin_area,15500,um2
warning_count,25,
drv_slew,0,
antenna_found_initial,1,
cts-root-buf,clkbuf_16,
layout-drive-gt1-share,34.3,%
path_max_fanout,25,
largest_area_cell,edfxtp_1,
setup_tns,0,ps
htree_levels,1,
largest_register,genblk1.sub.bytes,
firstDrtPassIters,4,
ys_top_cells_by_area,"edfxtp_1, mux2_2, mux2i_1",
fp_util,41.0,%
numCtsBuffers,28,
avgSynthCellArea,14.9,um2
rows,65,
setup_viol,0,
leakage,5.50,nW
final_antenna_net_count,0,
ys_dominant_reg_cell,edfxtp_1,
min_path_cells,3,
cts_tree,done,
yosysCellCount,876,
async_flop_share,0,%
clock_power_share,35.6,%
clkSinkCount,256,
wire_per_inst,22.9,um
layout_min_cycle_time,5560,ps
first_iter_violations,360,
grt_pass1_vias,8355,
ctsHoldBuffers,0,
gr-usage-all-layers,21.9,%
max_freq,180,MHz
dp_slack,2020,ps
end_kind,output port,
ys.flops,256,
placed_cell_area,14700,um2
edf_count,256,
grt_overflow,0,
tightest_slew,1010,ps
largest_register_ffs,256,
ys_chip_area,13100,um2
cts_resized,0,
synth_cells,876,
fin_crit_sh,73.2,%
common_cells,"mux2_2, edfxtp_1, mux2i_1",
dr_total_vias,7954,
most_common_cell,mux2_2,
vdd_ir_drop_max,199,uV
worstSetupPathType,in2out,
syn_to_final_growth,18.7,%
top_regs,genblk1.sub.bytes (256),
syn_area,13100,um2
p_seq_share,50.2,%
fin_ws,2040,ps
power.density,226,nW/um2
port_buffers,114,
maxCapViolCount,0,
top_cell_area_share,58.8,%
p_comb_share,14.2,%
drc_errors,0,
grt_setup_unrepaired,no,
synth_cell_types,26,
coreArea,31900,um2
relSlewSlack,31.8,%
grt_max_degree,37,
postRouteWirelength,33400,um
die_h,183,um
grt_pass1_wl,50600,um
cp_data_required_time,6080,ps
place_hpwl,19400,um
switching_power,0.000804,W
die-area,33400,um2
gp_congestion,0.800,
dieWidth,183,um
worst_setup_path_start_kind,primary input,
critical path, stage by stage:
cell and delay (ps):
buf_2 480, nand2_1 660, buf_4 430, o22ai_1 250
o22a_1 210, clkdlybuf4s50_1 460
cell type report:
class | instances | area (um2)
Fill cell | 2870 | 16400
Clock buffer | 33 | 741
Sequential cell | 256 | 7690
Antenna cell | 1 | 2.50
Tap cell | 435 | 544
Inverter | 6 | 22.5
Multi-Input combinational cell | 548 | 4970
Clock inverter | 18 | 96.3
Timing Repair Buffer | 162 | 1450
cells by family (layout without fill, tap and decap cells):
kind of cell | after synthesis | in the layout | synth area share [%]
AOI/OAI and AO/OA | 140 | 140 | 7.15
buffers and inverters | 72 | 219 | 3.18
DFF | 256 | 256 | 58.8
muxes | 339 | 339 | 28.4
other | 0 | 1 | 0
and+or+nand+nor | 69 | 69 | 2.45
metal layers:
metal	global-route usage (%)	vias up	wire [um]
met2	33.7	278	15700
met3	8.42	38	3010
li1	-	3714	-
met5	0	-	0
met1	32.4	3924	14200
met4	2.67	0	464
final timing paths:
| kind | from | slack (ps) | to |
|---|---|---|---|
| setup / recovery | addr_r_i[1] | 2040 | data_o[12] |
| hold / removal | flushing_n_i[1] | 1790 | genblk1[0].sub.bytes[1][7] |
through the flow:
step	total power [W]	hold WS, ps	utilization [%]	instances
final	0.00351	1790	48.7	1459
after global routing	0.00364	1800	48.6	1458
after CTS	0.00354	1780	48.6	1458
after detailed placement	0.00229	2340	46.0	1407
after global placement	0.00229	2330	46.0	1407
after floorplan	0.00206	1740	-	876
power groups by stage:
stage     logic (W)  clock network [W]  registers (W)
4_1_cts    0.000505            0.00128        0.00176
5_1_grt    0.000541            0.00133        0.00177
6_report   0.000498            0.00125        0.00176
layout by cell type, fill, tap and decap left out, drive strengths merged, types with 3 or more instances in the layout:
master         synthesis  final
a211oi                25     25
nor2                  39     39
a22o                   6      6
clkdlybuf4s50          0    103
inv                    6      6
mux2                 257    257
o22a                  25     25
clkinv                 0     17
clkbuf                10     33
o21ai                 33     33
edfxtp               256    256
nor2b                  3      3
nand2b                14     14
mux2i                 82     82
a221oi                 6      6
o22ai                 25     25
a21oi                 19     19
buf                   56     59
nand2                  8      8
Power and IR drop assume default switching activity.

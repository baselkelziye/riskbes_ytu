`./config.mk`:
```
export PLATFORM = sky130hd
export DESIGN_NAME = memory_stage
export DESIGN_NICKNAME = memory_stage
export VERILOG_FILES = /design/flow/design.v
export SDC_FILE = /design/flow/constraint.sdc
export NUM_CORES = 4
export LEC_CHECK = 1
export CORE_UTILIZATION = 30
```
`./constraint.sdc`:
```
current_design memory_stage

set clk_period 8.4
set clk_io_pct 0.2

create_clock -name clk0 -period $clk_period [get_ports {clk_i}]

set non_clock_inputs [all_inputs -no_clocks]
set_input_delay [expr $clk_period * $clk_io_pct] -clock clk0 $non_clock_inputs
set_output_delay [expr $clk_period * $clk_io_pct] -clock clk0 [all_outputs]
```
`./design.v`:
```
`timescale 1ns / 1ps
module memory_access_unit(
   input clk_i, rst_i,
   input [1:0] addr_align_i,
   input [31:0] core_raw_data_i,
   input [31:0] cache_raw_data_i,
   input is_store_instruction_i,
   input [2:0] funct3_i,
   output reg [3:0] write_en_o,
   output reg [31:0] core_normalized_data_o,
   output reg [31:0] cache_normalized_data_o
);
   localparam LB_FUNCT3  = 3'b000;
   localparam LH_FUNCT3  = 3'b001;
   localparam LW_FUNCT3  = 3'b010;
   localparam LBU_FUNCT3 = 3'b100;
   localparam LHU_FUNCT3 = 3'b101;
   localparam SB_FUNCT3  = 3'b000;
   localparam SH_FUNCT3  = 3'b001;
   localparam SW_FUNCT3  = 3'b010;
   always @(*) begin
      case(funct3_i)
         SB_FUNCT3: core_normalized_data_o = {4{core_raw_data_i[7:0]}};
         SH_FUNCT3: core_normalized_data_o = {2{core_raw_data_i[15:0]}};
         SW_FUNCT3: core_normalized_data_o = core_raw_data_i;
         default:   core_normalized_data_o = 32'hXXXXXXXX;
      endcase
   end
   always @(*) begin
      if(is_store_instruction_i) begin
         case(funct3_i)
            SB_FUNCT3: write_en_o = 4'b0001 << addr_align_i;
            SH_FUNCT3: write_en_o = addr_align_i[1] ? 4'b1100 : 4'b0011;
            SW_FUNCT3: write_en_o = 4'b1111;
            default:   write_en_o = 4'bXXXX;
         endcase
      end else begin
         write_en_o = 4'b0000;
      end
   end
   wire [7:0] byte_a = cache_raw_data_i[7:0];
   wire [7:0] byte_b = cache_raw_data_i[15:8];
   wire [7:0] byte_c = cache_raw_data_i[23:16];
   wire [7:0] byte_d = cache_raw_data_i[31:24];
   wire [7:0] value_byte_tmp0 = addr_align_i[0] ? byte_b : byte_a;
   wire [7:0] value_byte_tmp1 = addr_align_i[0] ? byte_d : byte_c;
   wire [7:0] value_byte = addr_align_i[1] ? value_byte_tmp1 : value_byte_tmp0;
   wire [31:0] value_byte_unsigned = {24'b0, value_byte};
   wire [31:0] value_byte_signed = {{24{value_byte[7]}}, value_byte};
   wire [15:0] half_ba = cache_raw_data_i[15:0];
   wire [15:0] half_dc = cache_raw_data_i[31:16];
   wire [15:0] value_half = addr_align_i[1] ? half_dc : half_ba;
   wire [31:0] value_half_unsigned = {16'b0, value_half};
   wire [31:0] value_half_signed = {{16{value_half[15]}}, value_half};
   wire [31:0] value_word = cache_raw_data_i;
   always @(*) begin
      case(funct3_i)
         LB_FUNCT3:  cache_normalized_data_o = value_byte_signed;
         LH_FUNCT3:  cache_normalized_data_o = value_half_signed;
         LW_FUNCT3:  cache_normalized_data_o = value_word;
         LBU_FUNCT3: cache_normalized_data_o = value_byte_unsigned;
         LHU_FUNCT3: cache_normalized_data_o = value_half_unsigned;
      endcase
   end
endmodule
`timescale 1ns / 1ps
module memory_stage(
   input clk_i,
   input rst_i,
   input busywait_i,
   input data_cache_blocking_n_i,
   input [31:0] data_cache_data_i,
   input is_load_instruction_i,
   input is_store_instruction_i,
   input [2:0] funct3_i,
   input [4:0] rd_label_i,
   input [31:0] alu_out_i,
   input [1:0] wb_sel_i,
   input [31:0] imm_i,
   input [31:0] pc_i,
   input [31:0] rs2_data_i,
   output [31:0] data_cache_data_o,
   output [3:0] data_cache_write_en_o,
   output [31:2] data_cache_address_o,
   output reg [31:0] load_val_o,
   output reg [4:0] rd_label_o,
   output reg [31:0] alu_out_o,
   output reg [1:0] wb_sel_o,
   output reg [31:0] imm_o,
   output reg [31:0] pc_o,
   output reg is_load_instruction_o,
   output reg [31:0] rs2_data_o,
   output data_cache_enabled_o
);
   assign data_cache_address_o = alu_out_i[31:2];
   assign data_cache_enabled_o = is_load_instruction_i | is_store_instruction_i;
   wire [31:0] load_val_next;
   memory_access_unit mau(
      .clk_i(clk_i),
      .rst_i(rst_i),
      .addr_align_i(alu_out_i[1:0]),
      .core_raw_data_i(rs2_data_i),
      .cache_raw_data_i(data_cache_data_i),
      .is_store_instruction_i(is_store_instruction_i),
      .funct3_i(funct3_i),
      .write_en_o(data_cache_write_en_o),
      .core_normalized_data_o(data_cache_data_o),
      .cache_normalized_data_o(load_val_next)
   );
   always @(posedge clk_i) begin
      if(rst_i) begin
         rd_label_o <= 5'b0;
         alu_out_o <= 32'b0;
         wb_sel_o <= 2'b0;
         imm_o <= 32'b0;
         pc_o <= 32'b0;
         rs2_data_o <= 32'b0;
         load_val_o <= 0;
         is_load_instruction_o <= 0;
      end else begin
         if(!busywait_i) begin
            rd_label_o <= rd_label_i;
            alu_out_o <= alu_out_i;
            wb_sel_o <= wb_sel_i;
            imm_o <= imm_i;
            pc_o <= pc_i;
            rs2_data_o <= rs2_data_i;     
            load_val_o <= load_val_next;  
            is_load_instruction_o <= is_load_instruction_i;       
         end
      end
   end
endmodule
```
`./run.sh`:
```
#!/bin/bash
# OpenROAD 26Q1-2900-gdf79404cd8, Yosys 0.63+post, stock flow scripts
make -C /OpenROAD-flow-scripts/flow DESIGN_CONFIG=/design/flow/config.mk WORK_HOME=/design/flow/orfs finish
```
==> impl_metrics.toml <==
# yosys + openroad results
[power_and_ir_drop]
internal-power_uw = 1560
p_per_area_nw_per_um2 = 167
power_switching_uw = 515
combPwrFrac = 0.190
power.clock.fraction = 0.384
finalPower_uw = 2080
pwr-share-seq = 0.426
p_leak_uw = 0.00533
ir_drop_mv = 0.121
netSwitchingFraction = 0.248

[global_route]
grt_usage = 0.185
antenna_found_initial = 0
grt_max_degree = 73
grt_pass1_wl_um = 36900
grt_pass1_vias = 6272
grt_overflow = 0

[timing]
finalHoldViolCount = 0
relSlewSlack = 0.503
worst_pin_slew_ps = 745
untimed_endpoints = 32
rsz0062_at_grt = "false"
setup_tns_ps = 0
slew_viol_final = 0
setup_viol = 0
period_used_share = 0.697
whs_ps = 494
fmax_mhz = 171
clock-skew-final_ps = 0
min_period_ps = 5850
unclocked_pins = 32

[floorplanning]
die_y_um = 163
coreArea_um2 = 25300
fp.dieW_um = 163
fp_util = 0.307
chip_area_um2 = 26600
io_pins = 411
fp-row-count = 58

[yosys]
synth_flops = 200
synth_area_um2 = 7780
yosysTopAreaCell = "dfxtp_1"
syn_area_per_cell_um2 = 10.0
yosys_area_um2 = 7780
synth_cells = 777
async_reset_ff_frac = 0
edf_count = 0
synth_cell_types = 40
ys.flop_type = "dfxtp_1"
ys_cells = 777
top_cells_by_area = "dfxtp_1 43%, mux2i_1 22%, nor2_1 8.2%"
netlist.area_leader.share = 0.432
synth_warnings = 2

[worst_setup_path]
path_max_fanout = 15
slowest_stage = "clkdlybuf4s50_1"
crit_type = "primary input to output pin"
endpoint_kind = "output pin"
arrival_ps = 4170
path_cells = "clkdlybuf4s50_1, inv_2, a21oi_1, o22ai_1, a21oi_1, clkdlybuf4s50_1"
start_kind = "primary input"
slowest_delay_ps = 820
worstPathRequired_ps = 6720

[drt]
drc = 0
wirelength_um = 24700
top_layer = "met4"
n_antenna_cell = 0
wl_met2_um = 11700
wl_met1_um = 10700
via_count = 6565
via_per_inst = 4.48
ant_nets = 0
detail_route.iter0.violations = 354
dr.pass1.iters = 4
drt-wirelength-per-cell_um = 16.9
met3_length_um = 2140

[hold_path]
hold_path_class = "flop to flop"

[clock_tree]
path_clk_slew_ps = 60
clockBufferDepth = 2
root_buffer = "clkbuf_16"
cts_tree = "done"
clk_latency_ps = 410
ctsHtreeMaxLevel = 4
hold_buffers = 0
numCtsBuffers = 17
cts-resized-gates = 0
cts_setup_buffers = 0

[finish]
lay_top_count = "clkdlybuf4s50_1"
most-common-layout-cells = "407 x clkdlybuf4s50_1, 170 x nor2_1, 169 x mux2i_1"
area_growth_pct = 59.6
utilization = 0.491
nFillCells = 2332
drive_gt1_frac = 0.0599

[place]
io_buffers = 409
place.gp.congestion = 0.832
hpwl_um = 18000

[run]
cap_violations = 0
warnings = 26

[status]
status = "completed"
-- power groups by stage --
| stage | clock, µW | sequential, µW | combinational, µW |
|---|---|---|---|
| after CTS | 827 | 885 | 401 |
| after global routing | 861 | 891 | 429 |
| final | 799 | 885 | 394 |
-- layer usage --
metal	vias to the layer above	track usage
li1	3297	-
met5	-	0
met2	250	0.306
met1	3007	0.249
met3	11	0.0582
met4	0	0.0153
-- state kept, by name, summed over array words and instances, names as in the netlist --
register	cells
rd_label_o	5
imm_o	32
mau.cache_normalized_data_o	32
pc_o	32
wb_sel_o	2
alu_out_o	32
rs2_data_o	32
load_val_o	32
is_load_instruction_o	1
-- final timing paths --
kind | slack [ps] | start | endpoint | cells after the start
setup / recovery | 2550 | funct3_i[1] | data_cache_data_o[31] | 6
hold / removal | 490 | load_val_o[0] | load_val_o[0] | 2
setup reg to reg | 7740 | rd_label_o[1] | rd_label_o[1] | 2
hold reg to reg | 490 | load_val_o[0] | load_val_o[0] | 2
-- cells by family after synthesis --
kind of cell | Yosys count | share of synthesized area
multiplexers | 186 | 0.253
AND/OR/NAND/NOR | 208 | 0.105
latches | 32 | 0.0617
AND-OR/OR-AND | 80 | 0.0725
flip-flops | 168 | 0.432
XOR/XNOR | 1 | 0.00113
buffers and inverters | 102 | 0.0744
-- critical path: cells and delay by family --
family / cells / cell delay (ps)
AND-OR/OR-AND: 3 / 970
buffers and inverters: 3 / 1530
-- area by class of cell --
cell class              count  area [µm²]  share of cell area
clock buffers              18         429              0.0345
clock inverters            14         166              0.0134
inverters                  11        41.3             0.00332
multi-input cells         475        3360               0.271
flip-flops and latches    200        3840               0.309
well taps                 330         413              0.0332
repair buffers            418        4170               0.335
-- Yosys cell counts (2+ instances only) --
| cell type | count |
|---|---|
| nor2_1 | 170 |
| a22oi_1 | 8 |
| o21a_1 | 3 |
| mux2_2 | 8 |
| a21oi_1 | 13 |
| or3b_1 | 2 |
| mux2i_1 | 169 |
| dfxtp_1 | 168 |
| clkbuf_1 | 26 |
| o21ai_1 | 9 |
| nand2b_1 | 2 |
| buf_2 | 22 |
| mux4_2 | 7 |
| buf_4 | 39 |
| buf_6 | 3 |
| inv_1 | 10 |
| dlxtn_1 | 32 |
| a21o_1 | 16 |
| o22ai_1 | 16 |
| nand2_1 | 27 |
| a221o_1 | 7 |
| mux2_4 | 2 |
-- per-stage QoR --
step / std cells / instance area, µm² / setup slack (ps)
after floorplan: 777 / 7780 / 4140
after global placement: 1434 / 11800 / 2540
after detailed placement: 1434 / 11800 / 2530
after CTS: 1466 / 12400 / 2530
after global routing: 1466 / 12400 / 2420
final: 1466 / 12400 / 2550
Power and IR drop assume default switching activity.
